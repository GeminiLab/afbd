File: flow/run.sh
#!/bin/bash
# OpenROAD 26Q1-2900-gdf79404cd8, Yosys 0.63+post, stock flow scripts
make -C /OpenROAD-flow-scripts/flow DESIGN_CONFIG=/design/flow/config.mk WORK_HOME=/design/flow/orfs finish
File: flow/design.v
module main(clk, rst, o);
input clk, rst;
output reg[3:0] o;
always begin
	#4 clk = ~clk;
end
initial begin
	clk = 0;
end
always @(posedge clk or posedge rst) begin
	if (rst)
		o <= #1 0;
	else if (clk)
		o <= #1 o + 1;
	end
endmodule
File: flow/config.mk
export PLATFORM = sky130hd
export DESIGN_NAME = main
export DESIGN_NICKNAME = main
export VERILOG_FILES = /design/flow/design.v
export SDC_FILE = /design/flow/constraint.sdc
export NUM_CORES = 4
export LEC_CHECK = 1
export CORE_AREA = 10 10 70 70
export DIE_AREA = 0 0 80 80
File: flow/constraint.sdc
current_design main

set clk_period 1.7
set clk_io_pct 0.2

create_clock -name clk0 -period $clk_period [get_ports {clk}]

set non_clock_inputs [all_inputs -no_clocks]
set_input_delay [expr $clk_period * $clk_io_pct] -clock clk0 $non_clock_inputs
set_output_delay [expr $clk_period * $clk_io_pct] -clock clk0 [all_outputs]
==> Changelog: implementation <==
### Implementation results

* Outcome: finished with violations
* Failing checks: setup timing
* Core Region at about 3400 um2
* Clock Path Buffers at 2
* Class of the worst hold path: reg2reg
* Die area at between 6000 and 7000 um2
* Synth top area cells: dfrtn_1 70%, ha_1 8.8%, xnor2_1 6.1%
* RSZ-0062 raised after global routing: yes
* Unique cell types at 6
* Setup WS post-layout at -0.263 ns
* Synth area leader: dfrtn_1
* Initial antenna violation count at 0
* R2r startpoint: o[0]
* Routed via count at between 100 and 150
* Cells in synth_stat.txt at 10
* Router iterations before antenna repair at 1
* Area Overhead vs Synth at 114%
* Most common cell in the netlist: dfrtn_1
* Max FFs per register at 4
* CP Capture Type: output port
* Mean Syn Cell Area at 14.3 um2
* Post-Layout Inst Area at 305 um2
* # diodes at 0
* Sequential Power Share at 43.4%
* Post-synth EDFFs at 0
* Crit path kind: reg2out
* GPL Wtd Cong at about 0.69
* Vias in the first global route at about 130
* Worst hold start: o[2]
* Worst vdd ir at between 0.2 and 0.25 mV
* Seq share, synth at 70.2%
* Internal at between 150 and 200 uW
* Switch Pwr at about 44 uW
* Filler cell count at a little over 400
* Static leakage at about 0.16 nW
* Fin. Hold Viols at 0
* Hold endpoint: o[2]
* CTS H-tree depth at 1
* Post-DP HPWL at slightly above 300 um
* Pins over their slew limit at 0
* Delay-heaviest family, CP: flip-flops
* Critical path depth at 1
* Crit-path slowest cell: dfrtn_1
* Synth Cell Area at ~140 um2
* Top cells by count: 4 x dfrtn_1, 2 x inv_1
* Reg with most FFs: o
* 1st-iter DRT viols at 0
* Max-area cell share at a little over two thirds
* Largest net degree at the start of global routing at 5
* ANT nets after route at 0
* Worst Max-Slew Pin Slew at ~0.16 ns
* Hold Path Cell Cnt at 2
* Chip Area, Yosys at roughly 140 um2
* Sw Share at roughly 20%
* Synthesized registers at 4
* Crit-path cells: buf_2
* Pwr per Cell Area at 726 nW/um2
* Site row count at 21
* Wire length per cell at 5.96 um
* Total grt overflow at 0
* CP Data Arrival Time at ~1.6 ns
* CTS tree: yes
* CTS root buf: clkbuf_4
* Cts hold-fix bufs at 0
* RR Endpoint: o[2]
* First-pass GRT wire length at 593 um
* Skew final at roughly 0.0034 ns
* Worst endpoint required time at approximately 1.4 ns
* Vias per inst at about 1.7
* Clock buffer count from CTS at 3
* Part of the power in the clock network at about 55%
* CP Launch Type: flip-flop
* Worst R2R Setup Slack at between 0.6 and 0.7 ns
* Placed Area at ~280 um2
* Final setup fails at 4
* Async SR Flop Fraction at 100%
* Clock sinks at 4
* MaxCap Viol Count at 0
* Post-route DRC at 0
* Clock latency (worst-skew pair) at 0.25 ns
* I/O Buffers at 5
* Synth Warn # at 3
* R2R cell count at 4
* Core Util, Final at just under 9%
* Largest regs: o x4
* Top_reg_cell synth: dfrtn_1
* Fp_density at under 10%
* Tool warnings at 27
* Clock-pin slew on the worst setup and hold paths at roughly 0.03 ns
* Worst path bufs/invs at 1
* Combinational power share at about 1.9%
* Critical Path Max Stage Delay at roughly 0.42 ns
* Die Ht at approximately 80 um
* Die Wd at about 80 um
* GRT Util Overall at 1.37%
* I/O pins at 6
* Layout cell share with drive strength beyond 1 at approximately 56%
* Syn Inst Count at 10
* Crit-path max FO at 2
* Final WL at roughly 420 um
* Headroom to the max-slew limit at between 80% and 90%
==> through the flow <==
step                      instances  hold slack (ns)  setup TNS, ns  power (mW)  setup slack (ns)
final                            71            0.548          -1.00       0.222            -0.263
after global routing             71            0.574          -1.15       0.238            -0.295
after floorplan                  10            0.314              0      0.0990             0.112
after global placement           65            0.433          -1.48       0.102            -0.377
after CTS                        69            0.448          -1.03       0.223            -0.266
after detailed placement         65            0.442          -1.46       0.102            -0.368
==> power by group through the flow <==
stage	combinational (mW)	clock, mW	sequential [mW]
finish	0.00420	0.121	0.0963
global route	0.00479	0.137	0.0961
CTS	0.00438	0.123	0.0963
==> how the worst max path moves through the flow <==
stage	startpoint	endpoint	slack [ns]
6_report	o[1]	o[1]	-0.26
4_1_cts	o[1]	o[1]	-0.27
5_1_grt	o[1]	o[1]	-0.29
==> timing repair <==
action,4_1_cts,5_1_grt
gates resized,12,0
buffers inserted,1,2
endpoints found under the hold margin,0,0
setup endpoints to repair,4,4
==> per-layer routing <==
metal | share of wire [%] | wire (um) | track usage (%)
met2 | 19 | 81 | 0.883
met1 | 48 | 202 | 1.60
met4 | 3.5 | 15 | 0.176
met5 | 0 | 0 | 0
met3 | 29 | 124 | 2.61
==> area by class of cell <==
class	count	area, um2	area share [%]
Tap cell	46	57.6	18.9
Sequential cell	4	100	32.8
Multi-Input combinational cell	4	35.0	11.5
Timing Repair Buffer	12	82.6	27.0
Clock buffer	3	22.5	7.38
Inverter	2	7.51	2.46
==> cell families (layout without fill, tap and decap cells) <==
group         Yosys count  after routing  synth area share, %
xor+xnor                2              2                 12.3
simple gates            1              1                 3.51
buf+inv                 2             17                 5.27
fa+ha+maj               1              1                 8.77
flops                   4              4                 70.2
==> cells in the final DEF (no fill, tap or decap) <==
| cell type | count |
|---|---|
| buf_4 | 7 |
| dfrtn_1 | 4 |
| buf_2 | 4 |
| clkbuf_4 | 3 |
| inv_1 | 2 |
| nand3_1 | 1 |
| xnor2_1 | 1 |
| xor2_1 | 1 |
| ha_1 | 1 |
| clkdlybuf4s50_1 | 1 |
Power and IR drop assume default switching activity.
